--- /design/flow/config.mk ---
export PLATFORM = sky130hd
export DESIGN_NAME = mux3
export DESIGN_NICKNAME = mux3
export VERILOG_FILES = /design/flow/design.v
export SDC_FILE = /design/flow/constraint.sdc
export NUM_CORES = 4
export LEC_CHECK = 1
export CORE_AREA = 10 10 71 71
export DIE_AREA = 0 0 81 81
--- /design/flow/constraint.sdc ---
current_design mux3

set clk_period 3.9
set clk_io_pct 0.2

create_clock -name clk0 -period $clk_period

set non_clock_inputs [all_inputs -no_clocks]
set_input_delay [expr $clk_period * $clk_io_pct] -clock clk0 $non_clock_inputs
set_output_delay [expr $clk_period * $clk_io_pct] -clock clk0 [all_outputs]
--- /design/flow/design.v ---
module mux2 #(parameter WIDTH = 32) (
    input wire [WIDTH-1:0] in0,      
    input wire [WIDTH-1:0] in1,      
    input wire sel,                  
    output wire [WIDTH-1:0] out      
);
    assign out = sel ? in1 : in0;
endmodule
module mux3 #(parameter WIDTH = 32) (
    input wire [WIDTH-1:0] in0,      
    input wire [WIDTH-1:0] in1,      
    input wire [WIDTH-1:0] in2,      
    input wire [1:0] sel,            
    output reg [WIDTH-1:0] out       
);
    always @(*) begin
        case (sel)
            2'b00: out = in0;
            2'b01: out = in1;
            2'b10: out = in2;
            default: out = in0;
        endcase
    end
endmodule
module mux4 #(parameter WIDTH = 32) (
    input wire [WIDTH-1:0] in0,      
    input wire [WIDTH-1:0] in1,      
    input wire [WIDTH-1:0] in2,      
    input wire [WIDTH-1:0] in3,      
    input wire [1:0] sel,            
    output reg [WIDTH-1:0] out       
);
    always @(*) begin
        case (sel)
            2'b00: out = in0;
            2'b01: out = in1;
            2'b10: out = in2;
            2'b11: out = in3;
        endcase
    end
endmodule
--- /design/flow/run.sh ---
#!/bin/bash
# OpenROAD 26Q1-2900-gdf79404cd8, Yosys 0.63+post, stock flow scripts
make -C /OpenROAD-flow-scripts/flow DESIGN_CONFIG=/design/flow/config.mk WORK_HOME=/design/flow/orfs finish
==> summary.txt <==
fraction of layout cells with a size suffix above 1 = 2.55%
initial antenna violation count = 0
first-pass GRT wire length = 6.69 mm
final core utilization = 54.1%
Yosys top cell by area = a22oi_1
Syn Inst Count = 113
post-synth cell types = 8
final total power = 0.245 mW
Top cell area share = 37.7%
critical path class = in -> out
area of the mapped netlist = 637 um^2
Max-Cap Viols = 0
Routed WL per cell = 15.7 um
pre-CTS setup slack = 0.498 ns
register area share after synthesis = 0%
vias in the first global route = 1291
I/O Buffers = 130
Total GRT Usage = 12.5%
crit end category = primary output
setup bufs post-CTS = 0
area reported by Yosys stat = 637 um^2
Clk pwr share = 0%
switching pwr = 0.0697 mW
Initial DRT Pass Iterations = 4
fmax = 0.295 GHz
core area = 3630 um^2
DRC = 0
sw frac = 28.5%
Starting Density = 17.5%
VDD IR max = 0.0513 mV
Most Frequent Cell on Critical Path = clkdlybuf4s50_1
registers = 0
yosys cell count = 113
most numerous logic cell after layout = clkdlybuf4s50_1
Hold Startpoint = in0[3]
HP Class = in -> out
I/O pin count = 130
most frequently placed logic cells in the final layout = clkdlybuf4s50_1 (130), a22oi_1 (32), nand2_1 (32), o21ai_1 (30), buf_4 (4)
syn_area_per_cell = 5.64 um^2
pwr/cell area = 124 nW/um^2
crit path time final = 3.38 ns
worst slew pin tran = 0.323 ns
Hold Vio Cnt, Final = 0
Worst Path Required = 3.12 ns
CP Cell Sequence = clkdlybuf4s50_1 -> inv_1 -> ha_2 -> buf_4 -> nand2_1 -> o21ai_1 -> clkdlybuf4s50_1
tool warnings = 33
setup slack after layout = 0.515 ns
die area = 6560 um^2
Pint = 0.175 mW
WL final = 4.45 mm
DP HPWL = 3.79 mm
Final ANT Viol Nets = 0
CP max FO = 36
Area contributors post-synth = a22oi_1 (38%), o21ai_1 (24%), nand2_1 (19%)
Synth-to-Final Area Change = 209%
Slowest Stage Delay on Critical Path = 0.49 ns
leak pwr = 0.724 nW
Slowest cell on crit path = clkdlybuf4s50_1
Synth Warn # = 1
unrepaired setup endpoints after global routing = false
Worst Hold Path EP = out[3]
Comb power frac = 100.0%
Die Wd = 81 um
Setup-failing EPs final = 0
post-cts sizing count = 0
CP Launch Type = input port
largest net degree at the start of global routing = 37
diode count = 0
Seq. cell area = 0 um^2
result of the run = finished, final reports clean
Routability Congestion = 0.789
Iter 0 DRT Violations = 46
vias per cell = 4.51
final setup TNS = 0 ns
Clock buffer cells = 0
FP Rows = 22
Min-Delay Path Depth = 4
total grt overflow = 0
Post-Place Cells = 283
Die Ht = 81 um
relative slew slack = 78.5%
fin cells = 283
arrival time at the worst endpoint = 2.60 ns
Sequential Power Share = 0%
DR vias = 1275
Hold-fix buffers, CTS = 0
final tally of max-slew violations = 0
cycle use final = 86.8%
==> area by class of cell <==
| class | count | area [um^2] |
|---|---|---|
| Multi-Input combinational cell | 98 | 548 |
| Timing Repair Buffer | 135 | 1350 |
| Fill cell | 330 | 1670 |
| Inverter | 2 | 7.51 |
| Tap cell | 48 | 60.1 |
==> per-layer routing <==
layer  GRT usage [%]  vias to the layer above  wire length (um)  share of wire [%]
met4               0                        0                 0                  0
met5               0                        -                 0                  0
met2            22.3                       71              2160                 48
met3            4.68                        0               538                 12
met1            14.9                      539              1760                 39
li1                -                      665                 -                  -
==> Yosys cell counts <==
cell     instances
buf_6            3
nand2_1         32
buf_2           10
a22oi_1         32
inv_1            2
o21ai_0          2
ha_1             2
o21ai_1         30
==> power by group through the flow <==
stage	registers (mW)	logic, mW	clock network [mW]
CTS	0	0.249	0
global route	0	0.268	0
finish	0	0.245	0
==> worst max-delay path by stage <==
| stage | end | startpoint | slack [ns] | cells past startpoint |
|---|---|---|---|---|
| 6_report | out[15] | sel[0] | 0.52 | 7 |
| 5_1_grt | out[15] | sel[0] | 0.34 | 7 |
| 4_1_cts | out[24] | sel[0] | 0.50 | 7 |
==> cells by family after synthesis <==
kind of cell | after synthesis | synth area share (%)
AOI/OAI and AO/OA | 64 | 62.9
adders and majority gates | 2 | 3.93
buffers and inverters | 15 | 14.3
and+or+nand+nor | 32 | 18.9
==> per-stage QoR <==
| stage | hold WS (ns) | instance area, um^2 |
|---|---|---|
| floorplan | 1.62 | 637 |
| global placement | 2.47 | 1970 |
| detailed placement | 2.47 | 1970 |
| CTS | 2.48 | 1970 |
| global route | 2.50 | 1970 |
| finish | 2.47 | 1970 |
==> worst max-delay path: cells and delay by family <==
kind	cells	cell delay, ns
AND/OR/NAND/NOR	1	0.08
buffers and inverters	4	1.32
AND-OR/OR-AND	1	0.08
adder cells (fa/ha/maj)	1	0.31
No activity file was given, so power comes from the tool's default toggle rates.
